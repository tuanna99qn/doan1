File: design/flow/run.sh
#!/bin/bash
# OpenROAD 26Q1-2900-gdf79404cd8, Yosys 0.63+post, stock flow scripts
make -C /OpenROAD-flow-scripts/flow DESIGN_CONFIG=/design/flow/config.mk WORK_HOME=/design/flow/orfs finish
File: design/flow/config.mk
export PLATFORM = sky130hd
export DESIGN_NAME = lcd
export DESIGN_NICKNAME = lcd
export VERILOG_FILES = /design/flow/design.v
export SDC_FILE = /design/flow/constraint.sdc
export NUM_CORES = 4
export LEC_CHECK = 1
export CORE_UTILIZATION = 40
export SYNTH_HDL_FRONTEND = slang
File: design/flow/constraint.sdc
current_design lcd

set clk_period 5.2
set clk_io_pct 0.2

create_clock -name clk0 -period $clk_period [get_ports {clk}]

set non_clock_inputs [all_inputs -no_clocks]
set_input_delay [expr $clk_period * $clk_io_pct] -clock clk0 $non_clock_inputs
set_output_delay [expr $clk_period * $clk_io_pct] -clock clk0 [all_outputs]
File: design/flow/design.v
module lcd (
	input            clk,
	output reg       lcd_rs,
	output reg       lcd_rw,
	output reg       lcd_e,
	output reg [7:4] lcd_d,
	output     [4:0] mem_addr,
	input      [7:0] mem_bus
	);
	parameter        n = 24;
	parameter        j = 17;            
	parameter        k = 11;             
	parameter        noop = 6'b010000;  
	reg        [n:0] count = 0;       
	reg        [5:0] lcd_state = noop;  
	reg              init = 1;          
	reg              row = 0;            
	assign mem_addr = {row, count[k+6:k+3]};  
	always @ (posedge clk) begin    
		count <= count + 1;			 
		if (init) begin                     
			case (count[j+7:j+2])				 
				1: lcd_state <= 6'b000010;     
				2: lcd_state <= 6'b000010;
				3: lcd_state <= 6'b001000;			
				4: lcd_state <= 6'b000000;     
				5: lcd_state <= 6'b001100;
				6: lcd_state <= 6'b000000;     
				7: lcd_state <= 6'b000001;
				8: lcd_state <= 6'b000000;     
				9: lcd_state <= 6'b000110;
				10: begin init <= ~init; count <= 0; end  
			endcase
			{lcd_e,lcd_rs,lcd_rw,lcd_d[7:4]} <= {^count[j+1:j+0] & ~lcd_rw,lcd_state};   
		end else begin                                                               
			case (count[k+7:k+2]) 
				32: lcd_state <= {3'b001,~row,2'b00};   
				34: begin count <= 0; row <= ~row; end                                 
				default: lcd_state <= {2'b10, ~count[k+2] ? mem_bus[7:4] : mem_bus[3:0]};  
			endcase
			{lcd_e,lcd_rs,lcd_rw,lcd_d[7:4]} <= {^count[k+1:k+0] & ~lcd_rw,lcd_state}; 
		end
	end
endmodule
==> flow_summary.toml <==
# yosys + openroad results
[synth]
numSynthFlops = 38
ys_area_sq_um = 1828
edf_count = 6
ys_sh_xor = 0.05749
synth_seq_share = 0.4490
ys_sh_simple = 0.2389
adder_share = 0.02738
postSynth.asyncResetShare = 0
synthAoiAreaFrac = 0.1191
synth.area.mux_share = 0.03354
ys_cells = 190
ys_warn_count = 0
ys_types = 40
syn_area_sq_um = 1828
topCombFamilyByArea = "simple AND/OR/NAND/NOR gates"
synth.avg_cell_area_sq_um = 9.621
netlist.area_leader.share = 0.3504
synthCells = 190
netlist_top_cells_area = "dfxtp_1 35%, edfxtp_1 9.9%, xor2_1 4.8%"
synth.largest_area_cell = "dfxtp_1"
ys.flop_type = "dfxtp_1"

[placed_design]
place_congestion = 0.7989
port_buffers = 19
dp_hpwl_um = 2174

[floorplanning]
core_area_sq_um = 4384
row_count = 24
fp_util = 0.4170
die_h_um = 69.60
die_area_sq_um = 4844
ioPinCount = 21
die_x_um = 69.60

[critical_path]
cp.buffers_inverters = 1
worstPathMaxFanout = 8
cpPeakStageDelay_ps = 520
cp_top_family = "buffers and inverters"
crit_path_cell_trace = "clkdlybuf4s50_1"
crit_type = "register to primary output"
arrival_ps = 1280
slowest_stage = "clkdlybuf4s50_1"
crit_required_ps = 4160
cp-end-kind = "primary output"
worstSetupStartpointType = "register"

[run]
warnings = 26
cap_violations = 0

[final_timing]
slew_violations = 0
fin_crit_ps = 2321
worst_pin_slew_ps = 521.2
clock_skew_ps = 7.806
setup_viol = 0
period_used_share = 0.4463
maxSlewHeadroom = 0.6525
fmax_ghz = 0.4309
hold_viol = 0
timing.setup.tns_ps = 0
rsz0062_at_grt = "false"

[detailed_routing]
wl_um = 3244
n_antenna_cell = 0
drt_drc_violations_left = 0
drtIter0Drc = 79
first_pass_iters = 4
routedWlPerCell_um = 12.87
avgViaCountPerCell = 5.310
ant_nets = 0
vias = 1338

[clock_network]
holdBufCountCts = 0
cts_tree = "done"
cts_resized = 0
postCtsSetupBuffers = 0
path_clk_slew_ps = 70
numCtsBuffers = 5
worstSkewPairLatency_ps = 290
clockRootBuffer = "clkbuf_8"
htreeDepth = 2
numClockSinks = 38
clock_path_buffers = 2

[grt]
grt_pass1_wl_um = 5692
grt_pass1_vias = 1292
grt.total_usage = 0.1467
grt_overflow = 0
grt_antenna_before_repair = 0
grt_max_degree = 26

[pwr]
pwr-share-seq = 0.587
finalPower_mw = 0.5065
power_frac_clock = 0.398
internal-power_mw = 0.4102
switching_share = 0.1901
switching_power_mw = 0.09630
max-vdd-ir-drop_mv = 0.1721
comb_power_share = 0.015
p_leak_nw = 0.8536
powerDensity_nw_per_um2 = 245.3

[final_layout]
seq_area_sq_um = 820.8
fill_cells = 417
logic_area_sq_um = 874.6
drive_gt1_frac = 0.07000
syn_to_final_growth_pct = 12.94
final_common_cell = "dfxtp_1"
layout_top_cells = "32 x dfxtp_1, 19 x clkdlybuf4s50_1, 17 x nor2_1, 14 x a21oi_1"

[status]
status = "finished, final reports clean"

[hold_path]
hold_path.class = "register to register"
flip-flops by register name, summed over array words and instances (netlist names):
| signal | cells |
|---|---|
| count | 25 |
| init | 1 |
| lcd_d | 4 |
| lcd_e | 1 |
| lcd_rs | 1 |
| lcd_state | 5 |
| row | 1 |
kinds of logic after synthesis:
family	after synthesis
and+or+nand+nor	71
DFF	38
AOI/OAI and AO/OA	35
buffers and inverters	23
xor gates and xnor gates	12
muxes	6
adders and majority gates	4
other	1
metrics by stage:
stage / std cells / hold WS [ps] / area (sq um) / setup slack (ps) / utilization
after global routing: 252 / 358.9 / 2064 / 2820 / 0.4709
after floorplan: 190 / 323.3 / 1828 / 3457 / -
after CTS: 252 / 345.3 / 2064 / 2872 / 0.4709
final: 252 / 342.7 / 2064 / 2879 / 0.4709
after global placement: 244 / 326.7 / 1973 / 3036 / 0.4501
after detailed placement: 244 / 328.5 / 1973 / 3004 / 0.4501
worst paths after layout:
| check | startpoint | to | depth (start not counted) | slack, ps |
|---|---|---|---|---|
| setup / recovery | count[15]$_DFF_P_ | mem_addr[1] | 1 | 2880 |
| hold / removal | lcd_state[3]$_DFFE_PP_ | lcd_d[7]$_DFF_P_ | 0 | 340 |
| setup reg to reg | count[3]$_DFF_P_ | count[21]$_DFF_P_ | 4 | 3250 |
| hold reg to reg | lcd_state[3]$_DFFE_PP_ | lcd_d[7]$_DFF_P_ | 0 | 340 |
per-layer routing:
layer	global-route usage	part of all wire	vias up
met5	0	0	-
met4	0.01587	0.014	0
met3	0.04130	0.047	4
met2	0.2352	0.45	23
met1	0.2111	0.49	612
li1	-	-	699
power groups by stage:
stage                 registers, mW  logic [mW]  clock network (mW)
after CTS                     0.297     0.00774               0.209
after global routing          0.297     0.00832               0.225
final                         0.297     0.00759               0.202
area by class of cell:
cell class                      count  area share
Clock inverter                      1    0.002424
Inverter                            6     0.01091
Multi-Input combinational cell    129      0.4236
Sequential cell                    38      0.3976
Clock buffer                        7     0.04182
Timing Repair Buffer               19     0.09212
Tap cell                           52     0.03152
synth_stat cells (all sizes together) (2+ instances only):
library cell / number
o22a: 2
and3: 4
mux2i: 5
nor2: 17
xnor2: 2
xor2: 10
nand3: 6
nand2: 8
buf: 13
o21ai: 9
inv: 6
edfxtp: 6
or3: 9
ha: 4
dfxtp: 32
or4: 5
nand4: 12
and4: 4
o31ai: 4
and2: 2
clkbuf: 4
a21oi: 14
Power figures rest on the tool's default switching activity, not on a simulated workload.
