File: run.sh
#!/bin/bash
# OpenROAD 26Q1-2900-gdf79404cd8, Yosys 0.63+post, stock flow scripts
make -C /OpenROAD-flow-scripts/flow DESIGN_CONFIG=/design/flow/config.mk WORK_HOME=/design/flow/orfs finish
File: config.mk
export PLATFORM = sky130hd
export DESIGN_NAME = char_mem
export DESIGN_NICKNAME = char_mem
export VERILOG_FILES = /design/flow/design.v
export SDC_FILE = /design/flow/constraint.sdc
export NUM_CORES = 4
export LEC_CHECK = 1
export CORE_AREA = 10 10 70 70
export DIE_AREA = 0 0 80 80
export SYNTH_HDL_FRONTEND = slang
File: constraint.sdc
current_design char_mem

set clk_period 2.2
set clk_io_pct 0.2

create_clock -name clk0 -period $clk_period

set non_clock_inputs [all_inputs -no_clocks]
set_input_delay [expr $clk_period * $clk_io_pct] -clock clk0 $non_clock_inputs
set_output_delay [expr $clk_period * $clk_io_pct] -clock clk0 [all_outputs]
File: design.v
module char_mem(
    input  [4:0] addr,  
    output [7:0] bus   
    );
	parameter LINES = 2;    
	parameter CHARS_PER_LINE = 16;  
	parameter BITS_PER_CHAR = 8;  
	parameter STR_SIZE = LINES * CHARS_PER_LINE * BITS_PER_CHAR;  
	parameter [0:STR_SIZE-1] str = "HVKT-Mat Ma!    Bao cao do an 1!";
	assign bus = str[{addr[4:0], 3'b000}+:8];  
endmodule
==> Slide: Implementation Results <==
Physical Implementation Snapshot

Outcome
  • Status: finished, final reports clean

STA
  • Final setup fails: 0
  • Fin. max-slew vios: 0
  • Unrepaired setup endpoints after global routing: no
  • Max Fclk: 0.471 GHz
  • Final Critical Period: 2.12 ns
  • Fin. Hold Viols: 0
  • Worst Setup Slack, final: 0.0757 ns
  • Period utilization: 96.6%

Floorplan
  • Top Ports: 13
  • Die Ht: 80 µm
  • Row count: 21
  • Die Area: 6400 µm²
  • Core area: 3420 µm²
  • Die X: 80 µm
  • FP Core Util: 12.0%

Flow run
  • Max-Cap Viols: 0
  • Log Warnings: 38

Drt
  • Number of routed nets with antenna violations: 0
  • Via density per instance: 3.81
  • # diodes: 0
  • # DRC: 0
  • TritonRoute pass-1 iters: 4
  • Initial DRC Count: 36
  • Routed wire length: 1300 µm
  • WL/cell: 10.5 µm
  • Vias: 469

Placement
  • DP Worst Slack: -0.587 ns
  • DPL Wire Length: 986 µm
  • Post-DP Area: 641 µm²
  • Placer congestion estimate: 0.840
  • Port Buffers: 12

Critical path
  • WP data arrival: 1.68 ns
  • CP endpoint kind: output port
  • Crit Path Category: input port to output port
  • CP Max Fanout: 8
  • Startpoint class of the critical path: input port
  • Crit path DRT: 1.76 ns

Synth
  • Post-synth seq share: 0%
  • Yosys chip area: 410 µm²
  • Synth mux share: 2.44%
  • Yosys Instances: 57
  • Compound Share, Synth: 32.0%
  • Syn Inst Count: 57
  • Distinct cells, synth: 27
  • Syn_area_per_cell: 7.20 µm²
  • Yosys adder share: 21.3%
  • XOR Share, Synth: 0%
  • Synth warn: 0
  • Logic family by area: AND-OR/OR-AND gates
  • Simple share: 28.7%
  • Post-Syn Area: 410 µm²

Layout
  • Post-route cell area: 703 µm²
  • Final Util: 20.6%
  • Top cell excl fill/tap: buf_4
  • CLK BUF: 0
  • Layout cells sized above 1: 39.0%
  • Reg area: 0 µm²
  • Syn-to-layout area delta: 71.3%
  • Top cells excl fill/tap: buf_4, a21oi_1, nand2_1, ha_1
  • Flop count: 0

Hold path
  • Hold depth: 5
  • Hold Path Origin: addr[0]
  • HP Class: input port to output port
  • WHS Endpoint: bus[3]

Power and ir drop
  • Final Power: 122 µW
  • Sw Ratio: 43.7%
  • Psw: 53.2 µW
  • LEAKAGE: 0.307 nW
  • Max rail drop VDD: 0.0000243 V
  • Clock group share of total power: 0%
  • P per Cell Area: 173 nW/µm²
  • Logic pwr share: 100.0%
  • Internal power: 68.4 µW
  • Flop pwr share: 0%

GRT
  • Largest net degree at the start of global routing: 11
  • First-pass GRT wire length: 2060 µm
  • Antenna violations before repair: 0
  • Vias in the first global route: 445
  • Grt total ovfl: 0
  • GRT Util Overall: 3.69%
==> critical path: stages <==
cell and delay [ns]:
buf_6 0.10, buf_4 0.16, ha_4 0.18, and3_1 0.17
a21oi_1 0.13, o32ai_1 0.11, clkdlybuf4s50_1 0.41
==> what timing repair did <==
action	4_1_cts	5_1_grt
endpoints found under the hold margin	0	0
cloned	0	0
buffers inserted	0	0
resized	35	9
hold buffers	0	0
setup endpoints to repair	7	4
pin swaps	6	1
==> routing by layer <==
metal	track usage, %	wire [µm]	up-vias
li1	-	-	243
met1	4.61	592	219
met2	6.66	635	7
met3	0.568	66	0
met4	0.352	0	0
met5	0	0	-
==> logic make-up (layout without fill, tap and decap cells) <==
family	Yosys count	in the layout
simple gates	21	21
compound gates	18	18
buf+inv	9	29
fa+ha+maj	7	7
other cells	1	1
mux	1	1
==> layout make-up <==
class | instances | area (µm²)
Tap cell | 46 | 57.6
Timing Repair Buffer | 25 | 213
Fill cell | 368 | 2710
Inverter | 4 | 17.5
Multi-Input combinational cell | 48 | 415
==> power groups by stage <==
stage | clock network (mW) | registers [mW] | logic [mW]
4_1_cts | 0 | 0 | 0.119
5_1_grt | 0 | 0 | 0.135
6_report | 0 | 0 | 0.122
==> worst max-delay path by stage <==
stage                   start      to  slack [ns]  cells past startpoint
after global routing  addr[1]  bus[5]        0.01                      7
after CTS             addr[3]  bus[0]       0.001                      6
final                 addr[1]  bus[4]        0.08                      7
==> stage by stage <==
| stage | hold slack [ns] | TNS, ns | cells |
|---|---|---|---|
| after floorplan | 0.989 | 0 | 57 |
| after global placement | 2.06 | -3.11 | 123 |
| after detailed placement | 2.06 | -3.12 | 123 |
| after CTS | 1.62 | 0 | 123 |
| after global routing | 1.50 | 0 | 123 |
| final | 1.44 | 0 | 123 |
==> cells in the mapped netlist <==
cell | instances | share of area [%]
a2111oi_2 | 1 | 3.7
a21oi_1 | 6 | 7.3
a2bb2oi_1 | 1 | 2.1
a311o_1 | 2 | 4.9
a31oi_1 | 1 | 1.5
and3_1 | 1 | 1.5
buf_4 | 3 | 5.5
buf_6 | 2 | 5.5
conb_1 | 1 | 0.91
ha_1 | 7 | 21
inv_1 | 4 | 3.7
mux2i_1 | 1 | 2.4
nand2_1 | 5 | 4.6
nand2_2 | 1 | 1.5
nand2b_1 | 4 | 6.1
nand2b_2 | 1 | 2.1
nand3_1 | 1 | 1.2
nand3b_1 | 1 | 1.8
nor2_1 | 4 | 3.7
nor4bb_1 | 1 | 2.4
o2111ai_1 | 2 | 4.3
o21ai_0 | 2 | 2.4
o21ai_2 | 1 | 2.1
o22ai_1 | 1 | 1.5
o32ai_1 | 1 | 2.1
or2_1 | 1 | 1.5
or3b_1 | 1 | 2.1
Power and IR drop assume default switching activity.
